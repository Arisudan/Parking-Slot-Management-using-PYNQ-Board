==> flow/design.v <==
`timescale 1ns / 1ps
module Binary_to_Decimal(input [4:0] binary, output [5:0]decimal,[5:0]decimal_tens,[5:0]decimal_ones);
        integer i;
        integer dec;
        always @* begin
            dec=0;
            for (i=0;i<5;i=i+1)begin
                dec = dec + binary[i]*(2**i);
            end     
        end
        assign decimal=dec;
        assign decimal_tens=decimal/10;
        assign decimal_ones= decimal%10;
endmodule
module decimal_to_binary(input [5:0] decimal, output [3:0] binary);
    integer i;
    integer temp_binary;
    reg[5:0] temp_decimal;
    always @* begin
        temp_decimal=decimal;
        for (i=0;i<4;i=i+1)begin
            temp_binary[i]= temp_decimal%2;
            temp_decimal=temp_decimal/2;
        end
    end
    assign binary=temp_binary;
endmodule
module Binary_to_SSD(
    input [3:0] binary,
    output reg [6:0] SSD  
);
    always @* begin
        case (binary)
            4'b0000: SSD = 7'b1111110;  
            4'b0001: SSD = 7'b0110000;  
            4'b0010: SSD = 7'b1101101;  
            4'b0011: SSD = 7'b1111001;  
            4'b0100: SSD = 7'b0110011;  
            4'b0101: SSD = 7'b1011011;  
            4'b0110: SSD = 7'b1011111;  
            4'b0111: SSD = 7'b1110000;  
            4'b1000: SSD = 7'b1111111;  
            4'b1001: SSD = 7'b1111011;  
            default: SSD = 7'b1111111;  
        endcase
    end
endmodule
module SevenSegment(
    input [3:0] in,
    output reg [6:0] seg
);
    always @(*) begin
        case (in)
            4'h0: seg = ~7'b0000001;  
            4'h1: seg = ~7'b1001111;  
            4'h2: seg = ~7'b0010010;  
            4'h3: seg = ~7'b0000110;  
            4'h4: seg = ~7'b1001100;  
            4'h5: seg = ~7'b0100100;  
            4'h6: seg = ~7'b0100000;  
            4'h7: seg = ~7'b0001111;  
            4'h8: seg = ~7'b0000000;  
            4'h9: seg = ~7'b0000100;  
            default: seg = ~7'b1111111;  
        endcase
    end
endmodule
module ParkingSystem(
    input clk,            
    input reset,          
    input set_slots,      
    input [3:0] num_slots,  
    input start,          
    input inc_car,        
    input dec_car,        
    output [6:0] seg1,  
    output [6:0] seg2,   
    output [3:0] free_slots,
    output slow_clk
);
reg [27:0] count = 0;
reg slow_clk = 0;
always @(posedge clk or posedge reset) begin
    if (reset) begin
        count <= 0;
        slow_clk <= 0;
    end else begin
        count <= count + 1;
        if (count[27]) begin
            slow_clk <= ~slow_clk;
        end
    end
end
reg [3:0] total_slots = 0;  
reg [3:0] num_cars = 0;     
always @(posedge clk) begin      
    if (set_slots) begin
        total_slots <= num_slots;
    end
end
always @(posedge clk) begin          
    if (start) begin
        if (inc_car && (num_cars < total_slots))
            num_cars <= num_cars + 1;
        else if (dec_car && (num_cars > 0))
            num_cars <= num_cars - 1;
    end
end
assign free_slots = total_slots - num_cars;
wire [5:0] decimal,decimal_tens,decimal_ones;
wire [6:0] ssd_tens,ssd_ones;
wire [3:0] binary_tens,binary_ones;
Binary_to_Decimal BD1(free_slots,decimal,decimal_tens,decimal_ones);
decimal_to_binary DB1(decimal_tens,binary_tens);
decimal_to_binary DB2(decimal_ones,binary_ones);
Binary_to_SSD DB12(binary_tens,seg1);
Binary_to_SSD DB3(binary_ones,seg2);
endmodule
module temp_ParkingSystem(
    input clk,            
    input reset,          
    input set_slots,      
    input [3:0] num_slots,  
    input start,          
    input inc_car,        
    input dec_car,        
    output [6:0] seg1,  
    output [6:0] seg2,   
    output slow_clk,
    output [3:0]total_number_of_slots
);
    wire [3:0]free_slots;
    ParkingSystem dut(clk,reset, set_slots, num_slots,start,inc_car,dec_car,seg1,seg2,free_slots,slow_clk);
    assign total_number_of_slots=num_slots;
endmodule
==> flow/run.sh <==
#!/bin/bash
# OpenROAD 26Q1-2900-gdf79404cd8, Yosys 0.63+post, stock flow scripts
make -C /OpenROAD-flow-scripts/flow DESIGN_CONFIG=/design/flow/config.mk WORK_HOME=/design/flow/orfs finish
==> flow/config.mk <==
export PLATFORM = sky130hd
export DESIGN_NAME = temp_ParkingSystem
export DESIGN_NICKNAME = temp_ParkingSystem
export VERILOG_FILES = /design/flow/design.v
export SDC_FILE = /design/flow/constraint.sdc
export NUM_CORES = 4
export LEC_CHECK = 1
export CORE_UTILIZATION = 50
export SYNTH_HDL_FRONTEND = slang
==> flow/constraint.sdc <==
current_design temp_ParkingSystem

set clk_period 6.3
set clk_io_pct 0.2

create_clock -name clk0 -period $clk_period [get_ports {clk}]

set non_clock_inputs [all_inputs -no_clocks]
set_input_delay [expr $clk_period * $clk_io_pct] -clock clk0 $non_clock_inputs
set_output_delay [expr $clk_period * $clk_io_pct] -clock clk0 [all_outputs]
==> results.cfg <==
; physical design summary
[synthesis]
synth-edff-count = 8
async_flop_share_pct = 78.4
yosys_cells = 200
syn-instance-count = 200
ys_types = 46
top_area_share_pct = 33.6
ff_type = dfrtp_1
synth_area_um2 = 2160
avgSynthCellArea_um2 = 10.8
synth_area_leader_cell = dfrtp_1
synth.yosys.warnings = 0
ys.flops = 37
ys_seq_share_pct = 44.7
topCellsByArea = dfrtp_1, edfxtp_1, xnor2_1
ys_chip_area_um2 = 2160

[drt]
drcViolationCount = 0
num_vias = 1447
ant_nets = 0
drt_iter0_markers = 81
diodes = 0
wire_per_inst_um = 12.0
firstDrtPassIters = 4
drt_wl_total_um = 3300
routed_via_density = 5.26

[setup_path]
slowest_delay_ns = 0.46
critPathArrivalTime_ns = 3.46
path_buffers = 3
cpLargestDelayFamily = adder cells
worstPathMaxFanout = 5
rrSetupSlack_ns = 3.25
worstReg2RegStart = dut.num_cars[0]
worstRegToRegCells = 11
crit_required_ns = 5.04
crit_chain = ha_1 > inv_1 > fa_1 > xor2_2 > inv_2 > nor2_1 > a21o_1 > ha_1 > o21ai_0 > o32a_1 > o22a_1 > clkdlybuf4s50_1
crit_path_top_delay_cell = fa_1
crit_type = flip-flop to primary output
crit_path_start_kind = flip-flop
end_kind = primary output
cp_common_cell = ha_1
cp_num_cells = 12
r2r_end = dut.num_cars[3]

[final_timing]
final-setup-viol-count = 0
maxSlewViolCount = 0
hold_viol = 0
tightestPinTransition_ns = 0.592
fin_worst_skew_ns = 0.00175
tns_ns = 0
fmax_ghz = 0.212
finalClockPeriodUsage_pct = 74.9
finalCriticalPeriod_ns = 4.72
rsz0062_at_grt = false
slew_headroom_pct = 60.2

[min_path]
min_to = dut.count[0]
hp-class = flip-flop to flip-flop
min_path_cells = 1
hold_start = dut.count[0]

[pwr]
power_mw = 1.03
p_per_area_nw_per_um2 = 412
p_leak_nw = 1.10
ir_worst_vdd_uv = 275

[run]
tool_warnings = 30
cap_violations = 0

[clocking]
cts_root_buf = clkbuf_8
clock_path_buffers = 2
post_cts.repair.setup_buffers = 0
cts_buffers = 5
clk_pin_slew_ns = 0.07
cts_sinks = 37
cts_resized = 0
cts_tree = yes
cts_hold_buf = 0
cts_htree_levels = 2
clkLatencyLatePin_ns = 0.28

[placed_design]
hpwl_um = 2510
port_buffers = 25
gp_congestion = 0.830

[die]
fp.dieW_um = 67.7
fp-row-count = 23
dieArea_um2 = 4590
core_um2 = 4090
fp_util_pct = 52.9
die_y_um = 67.7
io_pins = 29

[grt]
first_global_vias = 1318
antenna_found_initial = 0
grt_pass1_wl_um = 5870
overflow = 0
grt_usage_pct = 17.6
grt_max_degree = 30

[final_layout]
lay_top_cells = dfrtp_1, clkdlybuf4s50_1, xnor2_1
final_common_cell = dfrtp_1
area_growth_pct = 16.0
drive_above_1_share_pct = 10.7

[run_status]
status = completed
-- sequential cells by signal, summed over array words and instances, names as in the netlist --
signal and cells:
dut.count 28, dut.num_cars 4, dut.slow_clk 1, dut.total_slots 4
-- per-stage QoR --
step | utilization (%) | worst slack, ns | cell area [um2] | std cells | hold slack [ns]
6_report | 61.3 | 1.58 | 2510 | 275 | 0.445
4_1_cts | 61.3 | 1.58 | 2510 | 275 | 0.454
3_3_place_gp | 59.0 | 2.00 | 2410 | 267 | 0.435
5_1_grt | 61.3 | 1.31 | 2510 | 275 | 0.481
2_1_floorplan | - | 2.55 | 2160 | 201 | 0.415
3_5_place_dp | 59.0 | 1.91 | 2410 | 267 | 0.443
-- power breakdown --
group	switching (mW)	internal (mW)	total, mW
sequential	0.0103	0.266	0.276
combinational	0.256	0.329	0.585
clock	0.0821	0.0886	0.171
-- Yosys cell counts, drive strengths merged (2+ instances only) --
cell type,number
xnor2,23
a21o,3
fa,2
nor3b,2
o21ai,6
dfrtp,29
nand2,12
ha,14
nor3,6
buf,10
nor2,10
o211ai,2
edfxtp,8
nand3,12
nand3b,2
nand4,5
and4,2
xor2,8
inv,14
a21oi,8
conb,2
nand2b,2
and3,5
-- how the worst max path moves through the flow --
stage / start / to
final: dut.num_cars[0] / seg2[0]
after CTS: dut.num_cars[0] / seg2[0]
after global routing: dut.num_cars[0] / seg2[0]
-- final cells by class --
cell class	instances	area, um2
Sequential cell	37	966
Clock inverter	2	13.8
Tap cell	50	62.6
Clock buffer	6	82.6
Multi-Input combinational cell	140	1070
Inverter	14	52.6
Fill cell	320	1580
Timing Repair Buffer	26	258
-- worst register-to-register path: stages (launching register included) --
cell and delay [ns]:
edfxtp_1 0.45, ha_1 0.22, inv_1 0.06, fa_1 0.46
a21oi_1 0.16, nor2_1 0.05, o211ai_1 0.45, ha_1 0.33
a21o_1 0.18, a21oi_1 0.18, xnor2_1 0.16, xnor2_1 0.09
-- cell families after synthesis --
logic type	synth area share (%)
AND-OR/OR-AND	9.03
XOR/XNOR	12.9
adder cells (fa/ha/maj)	9.96
buffers and inverters	5.91
flip-flops	44.7
multiplexers	0.695
other	0.348
AND/OR/NAND/NOR	16.4
-- metal layers --
| metal | up-vias | track usage, % | routed length [um] |
|---|---|---|---|
| met4 | 0 | 2.13 | 37 |
| met3 | 5 | 3.60 | 156 |
| met5 | - | 0 | 0 |
| met2 | 33 | 25.2 | 1390 |
| met1 | 678 | 29.7 | 1710 |
| li1 | 731 | - | - |
Power figures rest on the tool's default switching activity, not on a simulated workload.
